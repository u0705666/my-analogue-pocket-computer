**flow/config.mk**
```make
export PLATFORM = sky130hd
export DESIGN_NAME = video_driver_example
export DESIGN_NICKNAME = video_driver_example
export VERILOG_FILES = /design/flow/design.v
export SDC_FILE = /design/flow/constraint.sdc
export NUM_CORES = 4
export LEC_CHECK = 1
export CORE_AREA = 10 10 591 591
export DIE_AREA = 0 0 601 601
```
**flow/constraint.sdc**
```tcl
current_design video_driver_example

set clk_period 70.1
set clk_io_pct 0.2

create_clock -name clk0 -period $clk_period [get_ports {clk}]

set non_clock_inputs [all_inputs -no_clocks]
set_input_delay [expr $clk_period * $clk_io_pct] -clock clk0 $non_clock_inputs
set_output_delay [expr $clk_period * $clk_io_pct] -clock clk0 [all_outputs]
```
**flow/design.v**
```verilog
`default_nettype none
module video_driver_example #(
    parameter RAM_LENGTH = 1199, 
    parameter GRID_ROWS = 30, 
    parameter GRID_COLS = 40
)(
    input wire clk,
    input wire reset_n,
    output reg [RAM_LENGTH-1:0] grid_ram
);
	integer i, j;
    reg [10:0] cursor_pos;
always @(posedge clk or negedge reset_n) begin
    if (!reset_n) begin
        for (i = 0; i < GRID_ROWS; i = i + 1) begin
            for (j = 0; j < GRID_COLS; j = j + 1) begin
				grid_ram[i*GRID_COLS + j] <= 0;  
            end
        end
        cursor_pos <= 0;
    end else begin
        if (one_second) begin
            grid_ram[cursor_pos] <= 1;
            cursor_pos <= cursor_pos + 1;
        end
    end
end
localparam COUNTER_MAX = 74000000 - 1;
reg one_second;
reg [31:0] counter;
    always @(posedge clk or negedge reset_n) begin
        if (!reset_n) begin
            counter <= 0;
            one_second <= 0;
        end else begin
            if (counter == COUNTER_MAX) begin
                counter <= 0;
                one_second <= 1;   
            end else begin
                counter <= counter + 1;
                one_second <= 0;
            end
        end
    end
endmodule
```
**flow/run.sh**
```bash
#!/bin/bash
# OpenROAD 26Q1-2900-gdf79404cd8, Yosys 0.63+post, stock flow scripts
make -C /OpenROAD-flow-scripts/flow DESIGN_CONFIG=/design/flow/config.mk WORK_HOME=/design/flow/orfs finish
```
==> GITHUB_STEP_SUMMARY <==
## Implementation flow summary

| Metric | Value |
|---|---|
| Critical path class | `input pin to async pin` |
| Post-Layout Cell Count | `9154` |
| Crit path max fanout | `84` |
| Routed wire per std cell | `27.1 um` |
| MaxCap Viol Count | `0` |
| GR Overflow Total | `0` |
| Final TNS setup | `0 ns` |
| EDFF count, synth | `0` |
| Final hold viol count | `0` |
| Setup ws final | `53.39 ns` |
| Status | `finished clean` |
| Seq cells post-synth | `1243` |
| Hold_sp | `grid_ram[687]` |
| Simple share | `0.0510` |
| Worst-case clock buffer depth | `4` |
| Commonest flop | `dfrtp_1` |
| Clock power share | `0.514` |
| Peak Freq | `0.0598 GHz` |
| Clock sink total | `1243` |
| NetSw | `335 uW` |
| Detailed-placement wirelength estimate | `187 mm` |
| Yosys cell count | `3211` |
| Reg2reg start | `cursor_pos[0]` |
| Most common cell on crit path | `buf_4` |
| Antenna violations before repair | `26` |
| PortBufs | `1200` |
| Placed cells | `8888` |
| Peak VDD IR | `0.0181 mV` |
| Global-route wire length before repair | `332 mm` |
| Final worst path period need | `16.71 ns` |
| Worst-Skew Late Latency | `0.80 ns` |
| Critical path launch point type | `input pin` |
| Rows | `213` |
| Slew @ Worst Pin | `1.33 ns` |
| Via count | `34300` |
| Worst Setup End Kind | `async pin` |
| Multiplexer area fraction after synthesis | `0.00117` |
| Clock root cell | `clkbuf_16` |
| Max incr delay on CP | `0.68 ns` |
| Pre-Place Util | `0.133` |
| Number of CTS-inserted buffers | `146` |
| Vias in the first global route | `36100` |
| Leakage | `0.0345 uW` |
| Die X | `601 um` |
| Adder-Cell Fraction of Synth Area | `0.000836` |
| Crit path cell chain | `buf_16, buf_4, buf_4, buf_4, buf_4, buf_4` |
| Slew Limit Fails | `0` |
| Async SR Flop Fraction | `1.00` |
| Share of layout cells above drive strength 1 | `0.184` |
| H-tree levels | `4` |
| Total power | `1510 uW` |
| CP max stage cell | `buf_4` |
| Power Internal | `1170 uW` |
| Synth cell types | `75` |
| Pre-CTS WS | `52.36 ns` |
| Post-Syn Area per Cell | `14.0 sq um` |
| Tool Warnings | `30` |
| Post-synth seq share | `0.693` |
| Post-CTS Resized | `0` |
| Ys Warns | `4` |
| Yosys xor share | `0.00819` |
| Reg clk slew, reported paths | `0.06 ns` |
| Drt pass-1 iters | `5` |
| Pwr Density | `22.0 mW/mm^2` |
| Crit share post-route | `0.238` |
| Hold Buf Count CTS | `0` |
| CTS tree | `done` |
| GPL Wtd Cong | `0.864` |
| # Post-CTS Setup Buffers | `0` |
| Mapped Cells | `3211` |
| Detailed Route WL | `248 mm` |
| Layout area overhead | `52.7%` |
| Drt initial violations | `2300` |
| Switching share of power | `0.222` |
| Post-DRT Antenna Nets | `0` |
| Yosys Chip Area | `0.0449 sq mm` |
| Sequential power share | `0.476` |
| Crit path DAT | `17.58 ns` |
| Largest net degree at the start of global routing | `120` |
| Die height | `601 um` |
| Synthesized area | `0.0449 sq mm` |
| Die area | `0.361 sq mm` |
| Comb pwr share | `0.010` |
| RSZ-0062 raised after global routing | `no` |
| Fillers | `35800` |
| Comb area leader | `AND-OR/OR-AND gates` |
| Worst hold path type | `flop to flop` |
| Final Skew | `0.0387 ns` |
| Slew headroom | `0.113` |
| I/O pin count | `1201` |
| Core ar. | `0.336 sq mm` |
| DR vias/cell | `3.75` |
| # DRC | `0` |
| Ao+oa area frac | `0.222` |
| Total GRT Usage | `0.135` |
| Setup Viol. Count Final | `0` |
| Critical Path Start | `reset_n` |
| CP Data Required Time | `70.96 ns` |
[registers in the layout, indices dropped and copies added (netlist names)]
| signal | flops |
|---|---|
| grid_ram | 1199 |
| counter | 32 |
| cursor_pos | 11 |
| one_second | 1 |
[synthesized netlist by cell type, types with 9 or more instances]
master | n | area [sq um]
a21o_1 | 607 | 4560
a31o_2 | 270 | 2360
a41o_1 | 24 | 240
and2_1 | 12 | 75.1
and3_1 | 23 | 144
buf_1 | 11 | 41.3
buf_2 | 75 | 375
buf_4 | 9 | 67.6
clkbuf_1 | 140 | 526
dfrtp_1 | 1243 | 31100
inv_1 | 10 | 37.5
nand2_1 | 91 | 342
nand2b_1 | 11 | 68.8
nand3_1 | 50 | 250
nand4_1 | 14 | 87.6
nor2_1 | 70 | 263
nor3_1 | 46 | 230
nor3_2 | 25 | 250
o21bai_1 | 292 | 2190
o21bai_2 | 10 | 113
or3_1 | 10 | 62.6
xnor2_1 | 20 | 175
xor2_1 | 22 | 193
[final cells by class]
type	instances	area (sq um)	share of cell area
tap	4515	5650	0.0824
clock buffer	189	4030	0.0588
antenna	9	22.5	0.000329
multi-input combinational	1721	13400	0.195
clock inverter	68	790	0.0115
inverter	11	41.3	0.000602
timing repair buffer	1398	13500	0.197
sequential	1243	31100	0.454
[cell families after synthesis]
| family | count (synthesis) |
|---|---|
| mux | 5 |
| buf+inv | 247 |
| simple gates | 408 |
| fa+ha+maj | 3 |
| xor+xnor | 42 |
| flops | 1243 |
| compound gates | 1263 |
[per-layer routing]
| layer | vias to the layer above | wire length (um) | track usage |
|---|---|---|---|
| met3 | 375 | 22200 | 0.0506 |
| met1 | 18100 | 90100 | 0.154 |
| met2 | 1506 | 124000 | 0.231 |
| met4 | 10 | 11800 | 0.0496 |
| li1 | 14300 | - | - |
| met5 | - | 68 | 0 |
[placed cells by master, fill, tap and decap left out, types with 10 or more instances in the layout]
cell and instances:
and3_1 20, o21bai_2 10, clkbuf_8 17, or3_1 10, clkbuf_1 24, nor2_4 18, nor3_4 19, xor2_1 22
inv_6 13, a21o_1 606, nor2_2 10, nand2_1 90, nand4_1 14, o21bai_1 292, clkinv_2 31, nor3_1 16
inv_1 10, xnor2_1 20, nor2_1 45, dfrtp_1 1242, a31o_2 270, bufinv_16 12, clkdlybuf4s50_1 1199, nand2b_1 11
buf_4 197, nor3_2 37, clkbuf_16 148, a41o_1 24, nand3_1 49
[path summary, 6_finish.rpt]
check	endpoint	slack [ns]	depth (start not counted)
worst max register to register	grid_ram[677]	65.12	9
worst max-delay path	grid_ram[489]	53.39	6
min in group asynchronous	grid_ram[176]	13.12	1
worst min-delay path	grid_ram[687]	0.45	1
worst min register to register	grid_ram[687]	0.45	1
max in group clk0	grid_ram[262]	53.94	1
[critical path, delay by kind of cell]
family                 cells  cell delay (ns)
buffers and inverters      6             3.32
[stage by stage]
stage	instance area, sq um	util	hold WS, ns
floorplan	44900	-	0.404
detailed placement	63700	0.189	0.443
finish	68500	0.204	0.452
global placement	63700	0.189	0.438
CTS	68500	0.204	0.455
global route	68500	0.204	0.465
[power by group through the flow]
stage / sequential (uW) / clock, uW / combinational, uW
global route: 717 / 819 / 17.7
finish: 718 / 775 / 15.0
CTS: 718 / 794 / 15.9
Power is estimated from default activity; no workload was simulated.
